**/design/flow/run.sh**
```bash
#!/bin/bash
# OpenROAD 26Q1-2900-gdf79404cd8, Yosys 0.63+post, stock flow scripts
make -C /OpenROAD-flow-scripts/flow DESIGN_CONFIG=/design/flow/config.mk WORK_HOME=/design/flow/orfs finish
```
**/design/flow/config.mk**
```make
export PLATFORM = sky130hd
export DESIGN_NAME = vending_machine
export DESIGN_NICKNAME = vending_machine
export VERILOG_FILES = /design/flow/design.v
export SDC_FILE = /design/flow/constraint.sdc
export NUM_CORES = 4
export LEC_CHECK = 1
export CORE_UTILIZATION = 40
```
**/design/flow/constraint.sdc**
```tcl
current_design vending_machine

set clk_period 4.2
set clk_io_pct 0.2

create_clock -name clk0 -period $clk_period [get_ports {clk}]

set non_clock_inputs [all_inputs -no_clocks]
set_input_delay [expr $clk_period * $clk_io_pct] -clock clk0 $non_clock_inputs
set_output_delay [expr $clk_period * $clk_io_pct] -clock clk0 [all_outputs]
```
**/design/flow/design.v**
```verilog
module vending_machine(
input clk,
input reset,
input quarter, 
input  dollar,  
input[3:0] select, 
input buy,  
input [3:0] load, 
output reg[11:0] money =0,  
output reg [3:0] products=0, 
output reg[3:0] out_of_stock=0  
    );
    reg quarter_prev, dollar_prev;
    reg buy_prev;
    reg[3:0] stock0=4'b1111;  
    reg[3:0] stock1=4'b1111;  
    reg[3:0] stock2=4'b1111;  
    reg[3:0] stock3=4'b1111;  
  always @(posedge clk)
  begin
  quarter_prev<=quarter;
  dollar_prev<=dollar;
  buy_prev<=buy;
  if(reset==1) 
  money<=1'b0;
  else if(quarter_prev==1'b0 && quarter==1'b1)
  money<= money+12'd25;
    else if(dollar_prev==1'b0 && dollar==1'b1)
  money<= money+12'd100; 
    else if(buy_prev==1'b0 && buy==1'b1)
  case (select)
  4'b0001:  
  if(money>=12'd25 && stock0>0)
  begin
  products[0]<=1'b1;  
  stock0<=stock0-1'b1;  
  money<=money-12'd25;  
  end
   4'b0010:  
  if(money>=12'd75 && stock1>0)
  begin
  products[1]<=1'b1;  
  stock1<=stock1-1'b1;  
  money<=money-12'd75;  
  end
  4'b0100:  
  if(money>=12'd150 && stock2>0)
  begin
  products[2]<=1'b1;  
  stock2<=stock2-1'b1;  
  money<=money-12'd150;  
  end
  4'b1000:  
  if(money>=12'd200 && stock3>0)
  begin
  products[3]<=1'b1;  
  stock3<=stock3-1'b1;  
  money<=money-12'd200;  
  end
  endcase
 else if(buy_prev==1'b1 && buy==1'b0) 
 begin
 products[0]<=1'b0;
 products[1]<=1'b0;
 products[2]<=1'b0;
 products[3]<=1'b0;
 end 
 else begin
 if(stock0==4'b0000)
 out_of_stock[0]<=1'b1;
 else out_of_stock[0] <= 1'b0;
 if(stock1==4'b0000)
 out_of_stock[1]<=1'b1;
 else out_of_stock[1] <= 1'b0;
  if(stock2==4'b0000)
 out_of_stock[2]<=1'b1;
 else out_of_stock[2] <= 1'b0;
 if(stock3==4'b0000)
 out_of_stock[3]<=1'b1;
 else out_of_stock[3] <= 1'b0;
 case(load)
 4'b0000: stock0<=4'b1111;
 4'b0010: stock1<=4'b1111;
 4'b0100: stock2<=4'b1111;
 4'b1000: stock3<=4'b1111;
 endcase
 end
  end  
endmodule
```
==> flow_summary.ini <==
; synthesis and place-and-route metrics
[setup_path]
path_class = in -> reg
crit_family = simple AND/OR/NAND/NOR gates
r2r_setup_slack_ns = 1.24
cp_slowest_stage_delay_ns = 0.84
cp-end-kind = flop
critical_path_buf_inv_count = 1
required_ns = 4.13
arrival_ns = 3.32
path_max_fanout = 10
cp.depth = 5
rr_worst_depth = 9
cp_cell_sequence = clkdlybuf4s50_1 -> or4b_2 -> o31a_1 -> or2_2 -> nor3_1
startpoint_type = input port
crit_slowest_cell = or4b_2

[final_timing]
rsz0062_at_grt = no
max_freq_mhz = 296
max_slew.worst_pin.slew_ns = 0.855
drv_slew = 0
fin_ws_ns = 0.820
finalCriticalPeriod_ns = 3.38
setup_viol = 0
finalHoldViolCount = 0
fin_crit_sh_pct = 80.5
slew_headroom_pct = 42.2
setup_tns_ns = 0
fin_skew_ns = 0.0130

[placed_design]
gp_congestion = 0.960
hpwl_um = 7050
pre_cts_ws_ns = 0.539
io_buffers = 32

[routing]
firstDrtPassIters = 5
wl_um = 9860
vias = 3333
drc = 0
routed.top_layer = met4
met3_length_um = 744
wl_met1_um = 4380
num_antenna_cells = 0
wire_per_inst_um = 18.0
dr_wl_met2_um = 4610
first_iter_violations = 242
ant_nets = 0
viasPerCell = 6.07

[power_and_ir_drop]
seqPwrFrac_pct = 41.7
p_sw_share_pct = 37.2
p_comb_share_pct = 35.7
p_leak_uw = 0.00142
p_switching_uw = 429
clock_power_share_pct = 22.6
power_density_nw_per_um2 = 290
ir_worst_vdd_v = 0.000144
internal_power_uw = 723

[floorplan]
die_area_um2 = 9390
num_io_pins = 33
rows = 34
die_w_um = 96.9
fp.dieH_um = 96.9
fp-utilization_pct = 41.3
core_area_um2 = 8720

[outcome]
status = completed

[grt]
grt_pass1_vias = 3156
grt.total_usage_pct = 21.9
grt_max_degree = 23
antenna_found_initial = 0
grt_overflow = 0
grt_pass1_wl_um = 16300

[synthesis]
synth_warnings = 1
synthCells = 425
ys_seq_share_pct = 28.3
ys_area_um2 = 3600
top_area_share_pct = 20.0
yosysTopAreaCell = edfxtp_1
synth_cell_types = 80
post-synth-top-count-cell = nand2_1
edf_count = 24
ys.flop_type = edfxtp_1
synth_area_um2 = 3600
async_reset_ff_share_pct = 0
synth.avg_cell_area_um2 = 8.48
common_cells = 45 x nand2_1, 32 x o21ai_0, 26 x a21oi_1, 25 x nor2_1, 24 x edfxtp_1
ys_ff = 39
ys_cells = 425
area_leaders = edfxtp_1 20%, dfxtp_1 8.3%, ha_1 8.0%

[clock_tree]
cts.path.max_buffers = 2
cts-resized-gates = 0
cts_buffers = 5
cts_setup_buffers = 0
clock_sinks = 39
clkTransAtPathRegs_ns = 0.08
ctsHoldBuffers = 0
ctsHtreeMaxLevel = 2
clk_latency_ns = 0.30
cts_tree = yes
clock-root-buffer = clkbuf_8

[run]
tool_warnings = 40
maxCapViolCount = 0

[min_path]
hp-class = reg -> reg
hold_path_depth = 1

[layout]
area_growth_pct = 10.2
drive_gt1_share_pct = 9.52
[layout by cell type, fill, tap and decap left out, types with 3 or more instances in the layout]
master           instances
a2111oi_0                4
a211oi_1                 5
a21o_1                   4
a21oi_1                 26
a221oi_1                 3
a22oi_1                  6
a31oi_1                 10
and2b_2                  3
buf_4                   10
clkbuf_8                 5
clkdlybuf4s50_1         32
dfxtp_1                 15
edfxtp_1                24
ha_1                    23
inv_1                   22
mux2_2                   4
nand2_1                 45
nand2b_1                 5
nand3_1                 11
nor2_1                  25
nor3_1                  14
nor3b_1                  4
nor4_1                   9
nor4b_2                  3
o211ai_1                 3
o21a_1                   5
o21ai_0                 32
o221ai_1                 4
o22ai_1                  6
o2bb2ai_1                3
or3_1                    5
xnor2_1                 13
xor2_1                   7
[worst paths after layout]
kind | to | start
max | stock2[2]$_SDFFCE_PN1P_ | select[1]
min | stock1[0]$_SDFFCE_PN1P_ | stock1[0]$_SDFFCE_PN1P_
max reg2reg | money[5]$_SDFFE_PP0P_ | money[3]$_SDFFE_PP0P_
min reg2reg | stock1[0]$_SDFFCE_PN1P_ | stock1[0]$_SDFFCE_PN1P_
[layout make-up]
cell class	instances	area, µm²
Fill cell	853	4750
Multi-Input combinational cell	329	2250
Sequential cell	39	1020
Timing Repair Buffer	42	395
Tap cell	108	135
Inverter	23	86.3
Clock buffer	6	72.6
Clock inverter	2	12.5
[sequential cells by signal, indices dropped and copies added, names as in the netlist]
signal / cells
money: 12
out_of_stock: 4
products: 4
stock0: 4
stock1: 4
stock2: 4
stock3: 4
buy_prev: 1
dollar_prev: 1
quarter_prev: 1
[cell families after synthesis]
logic type / count (synthesis) / share of synthesized area (%)
AOI/OAI and AO/OA: 145 / 28.3
and+or+nand+nor: 137 / 19.7
buffers and inverters: 57 / 9.62
DFF: 39 / 28.3
adders and majority gates: 23 / 7.99
xor gates and xnor gates: 20 / 4.86
muxes: 4 / 1.25
[power by group through the flow]
stage         registers [µW]  logic, µW  clock network, µW
finish                   480        412                260
CTS                      479        408                268
global route             486        454                281
[per-stage QoR]
stage | instance area, µm² | cells | hold slack [ns] | util [%] | power (µW)
floorplan | 3600 | 425 | 0.545 | - | 776
global placement | 3890 | 541 | 0.566 | 44.6 | 892
detailed placement | 3890 | 541 | 0.572 | 44.6 | 892
CTS | 3970 | 549 | 0.590 | 45.5 | 1160
global route | 3970 | 549 | 0.618 | 45.5 | 1220
finish | 3970 | 549 | 0.586 | 45.5 | 1150
[routing by layer]
metal / global-route usage (%) / vias up
met5: 0 / -
met4: 3.79 / 0
met3: 3.53 / 13
met2: 34.6 / 140
met1: 33.0 / 1561
li1: - / 1619
No activity file was given, so power comes from the tool's default toggle rates.

### ./design.v
module Decoder_7_segment(
   input [3:0] in,  
   output reg [6:0] seg  
    );
    always @(in)
    begin
    case(in)
    4'b0000: seg=7'b000001; 
    4'b0001: seg=7'b1001111;  
    4'b0010: seg=7'b0010010; 
    4'b0011: seg=7'b0000110; 
    4'b0100: seg=7'b1001100; 
    4'b0101: seg=7'b0100100; 
    4'b0110: seg=7'b0100000; 
    4'b0111: seg=7'b0001111; 
    4'b1000: seg=7'b0000000; 
    4'b1001: seg=7'b0001000; 
    4'b1010: seg=7'b0001000;  
    4'b1011: seg=7'b0000011;  
    4'b1100: seg=7'b1000110;  
    4'b1010: seg=7'b0100001;  
    4'b1010: seg=7'b0000110;  
    4'b1010: seg=7'b0001110;  
    endcase
    end
endmodule
module Seven_Seg_Driver(
    input clk,
    input clr,
    input [3:0] in1,
    input [3:0] in2,
    input [3:0] in3,
    input [3:0] in4,
    output reg [6:0] seg,
    output reg [3:0] an
    );
    wire [6:0] seg1, seg2, seg3,seg4;
    reg [12:0] segclk;  
    localparam LEFT=2'b00, MIDLEFT=2'b01, MIDRIGHT=2'b10,RIGHT=2'B11;
    reg[1:0] state =LEFT;
    Decoder_7_segment disp1(in1,seg1);
    Decoder_7_segment disp2(in2,seg2);
    Decoder_7_segment disp3(in3,seg3);
    Decoder_7_segment disp4(in4,seg4);
    always @(posedge clk)
    segclk<= segclk+1'b1;  
    always @(posedge segclk[12] or posedge clr)
    begin
    if(clr==1)
    begin
    seg<=7'b0000000;
    an<=4'b0000;
    state<=LEFT;
    end
    else
    begin
    case(state)
    LEFT:begin
    seg<=seg1;
    an<=4'b0111;
    state<=MIDLEFT;
    end
    MIDLEFT:
    begin 
    seg<=seg2;
    an<=4'b1011;
    state<= MIDRIGHT;
    end
    MIDRIGHT:
    begin
    seg<=seg3;
    an<=4'b1101;
    state<=RIGHT;
    end
    RIGHT:begin
    seg<=seg4;
    an<=4'b1110;
    state<=LEFT;
    end
    endcase
    end
    end
endmodule
### ./run.sh
#!/bin/bash
# OpenROAD 26Q1-2900-gdf79404cd8, Yosys 0.63+post, stock flow scripts
make -C /OpenROAD-flow-scripts/flow DESIGN_CONFIG=/design/flow/config.mk WORK_HOME=/design/flow/orfs finish
### ./config.mk
export PLATFORM = sky130hd
export DESIGN_NAME = Seven_Seg_Driver
export DESIGN_NICKNAME = Seven_Seg_Driver
export VERILOG_FILES = /design/flow/design.v
export SDC_FILE = /design/flow/constraint.sdc
export NUM_CORES = 4
export LEC_CHECK = 1
export CORE_UTILIZATION = 30
### ./constraint.sdc
current_design Seven_Seg_Driver

set clk_period 2.0
set clk_io_pct 0.2

create_clock -name clk0 -period $clk_period [get_ports {clk}]

set non_clock_inputs [all_inputs -no_clocks]
set_input_delay [expr $clk_period * $clk_io_pct] -clock clk0 $non_clock_inputs
set_output_delay [expr $clk_period * $clk_io_pct] -clock clk0 [all_outputs]
==> impl_metrics.yaml <==
# synthesis and place-and-route metrics
status:
  status: "finished, final reports clean"
setup_path:
  r2r_slack_ps: 790
  r2r_start: "segclk[0]$_DFF_P_"
  cp-endpoint: "segclk[12]$_DFF_P_"
  r2r_cells: 4
  crit_required_ps: 2170
  worstSetupPathType: "register to register"
  start_kind: "register"
  cp_max_fo: 4
  endpoint_kind: "register"
  cp.arrival_ps: 1380
  regToRegEndpoint: "segclk[12]$_DFF_P_"
  critPathLaunch: "segclk[0]$_DFF_P_"
floorplan:
  die_h_um: 86.6
  rows: 30
  io_pins: 29
  die_w_um: 86.6
  die_area_um2: 7500
  core_um2: 6870
  initCoreUtil: 0.313
layout:
  final_cell_area_um2: 2500
  fillers: 684
  drive_above_1_share: 0.0506
  fin_cells: 353
  synthToLayoutAreaGrowth_pct: 16.4
  final_core_util: 0.364
pwr:
  clockPowerShare: 0.323
  p_seq_frac: 0.435
  powerDensity_nw_per_um2: 276
  power_frac_comb: 0.242
  net-switching-power_mw: 0.177
  switching_share: 0.257
  power_mw: 0.689
  ir_worst_vdd_mv: 0.429
  p_int_mw: 0.512
  leakagePower_nw: 1.03
route:
  wl_per_cell_um: 9.91
  route.met3.wl_um: 128
  dr_total_vias: 1570
  wl_mm: 3.50
  final_antenna_net_count: 0
  routed-wl-met2_mm: 1.54
  firstDrtPassIters: 6
  antennaDiodeCount: 0
  drcViolationCount: 0
  wl_met1_mm: 1.83
  top_layer_used: "met3"
  viasPerCell: 4.45
  first_iter_violations: 118
sta:
  finalCritPeriodShare: 0.604
  fmaxAchievable_mhz: 827
  hold_slack_ps: 408
  grt_setup_unrepaired: "false"
  skew_ps: 5.21
  unclocked_pins: 41
  drv_slew: 0
  untimed_endpoints: 52
  finalHoldViolations: 0
  final.setup.worst_slack_ps: 791
  period_minus_slack_ps: 1210
  finalSetupTns_ps: 0
  setup_violations: 0
  worst_pin_slew_ps: 484
  relSlewSlack: 0.677
logic_synthesis:
  synth_cell_types: 39
  synth-simple-area-share: 0.186
  xor_share: 0.0612
  synth_top_area_share: 0.196
  syn_area_per_cell_um2: 8.84
  synth_area_leader_cell: "dlxtn_1"
  synth_top_cell_by_count: "dlxtn_1"
  syn_area_um2: 2150
  flop_cell: "dlxtn_1"
  logic_family: "simple AND/OR/NAND/NOR gates"
  ys_cells: 243
  ys_sh_aoi: 0.157
  edf_count: 0
  synth-adder-area-share: 0.0396
  async_flop_share: 0.241
  yosysWarnings: 2
  yosys-top-cells-count: "28 x dlxtn_1, 25 x nor2_1, 20 x nand2_1"
  top_cells_by_area: "dlxtn_1 20%, dfrtp_1 15%, dfxtp_1 12%, nor2_1 4.4%, ha_1 3.5%"
  numSynthFlops: 54
  synth_cells: 243
  synthMuxAreaShare: 0.0146
  yosys_area_um2: 2150
global_routing:
  grt_max_degree: 16
  grt_pass1_vias: 1343
  grt_pass1_wl_mm: 6.09
  antenna_found_initial: 0
  overflow: 0
  grt_use_total: 0.102
placement:
  place_ws_ps: 790
  dp_hpwl_mm: 2.69
  placed_area_um2: 2450
  gp_congestion: 0.784
  port_buffers: 28
  dp_cells: 349
clocking:
  cts_resized: 0
  post-cts-setup-buffers: 0
  clkTransAtPathRegs_ps: 50
  tritoncts: "done"
  root_buffer: "clkbuf_8"
  postCtsHoldBufs: 0
  htreeDepth: 1
  numCtsBuffers: 3
  clock_latency_ps: 240
  cts-root-to-sink-buffers: 2
worst_hold_path:
  min-delay-path-class: "register to register"
flow_run:
  drv_cap: 0
  warning_count: 29
-- worst max-delay path, cell delays in order, from the launching register on --
cell,delay [ps]
dfxtp_1,360
ha_1,240
nand2_1,100
nor4_2,290
xor2_1,150
-- final cells by class --
type	instances	area (um^2)	area share
clock buffer	4	45.0	0.0180
multi-input combinational	154	983	0.394
inverter	17	63.8	0.0255
timing repair buffer	28	280	0.112
sequential	54	1010	0.403
tap	96	120	0.0481
-- kinds of logic (layout without fill, tap and decap cells) --
group	after synthesis	count (layout)
latches	28	28
adder cells (fa/ha/maj)	7	7
flip-flops	26	26
AND/OR/NAND/NOR	80	80
AND-OR/OR-AND	49	49
buffers and inverters	35	49
multiplexers	3	3
XOR/XNOR	15	15
-- placed cells by master (no fill, tap or decap), types with 7 or more instances in the layout --
cell type	Yosys	layout
a21oi_1	12	12
a222oi_1	7	7
nand2_1	20	20
dfxtp_1	13	13
nor3_1	9	9
nor2_1	25	25
o21ai_0	11	11
dfrtp_1	13	13
xnor2_1	7	7
xor2_1	8	8
dlxtn_1	28	28
nand3_1	8	8
inv_1	14	14
clkdlybuf4s50_1	0	28
-- worst min-delay path by stage --
stage                        startpoint                 to  slack (ps)  cells after the start
after global routing  segclk[0]$_DFF_P_  segclk[0]$_DFF_P_         440                      1
after CTS             segclk[0]$_DFF_P_  segclk[0]$_DFF_P_         410                      1
final                 segclk[0]$_DFF_P_  segclk[0]$_DFF_P_         410                      1
-- state kept, by name (all words and copies together) (netlist names) --
| register | cells |
|---|---|
| segclk | 13 |
| seg | 7 |
| disp1.seg | 7 |
| an | 4 |
| disp2.seg | 7 |
| state | 2 |
| disp3.seg | 7 |
| disp4.seg | 7 |
-- power groups by stage --
| stage | logic, mW | registers [mW] | clock network (mW) |
|---|---|---|---|
| final | 0.167 | 0.300 | 0.223 |
| after global routing | 0.191 | 0.300 | 0.249 |
| after CTS | 0.168 | 0.300 | 0.233 |
-- routing by layer --
metal  GRT usage  vias up
met5           0        -
met4     0.00303        0
met3      0.0145        0
met2       0.154       25
met1       0.169      683
li1            -      862
Power and IR drop assume default switching activity.
